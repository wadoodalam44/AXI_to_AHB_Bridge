--- ./config.mk ---
export PLATFORM = sky130hd
export DESIGN_NAME = Arbiter_Read_Write
export DESIGN_NICKNAME = Arbiter_Read_Write
export VERILOG_FILES = /design/flow/design.v
export SDC_FILE = /design/flow/constraint.sdc
export NUM_CORES = 4
export LEC_CHECK = 1
export CORE_AREA = 10 10 70 70
export DIE_AREA = 0 0 80 80
--- ./constraint.sdc ---
current_design Arbiter_Read_Write

set clk_period 1.8
set clk_io_pct 0.2

create_clock -name clk0 -period $clk_period [get_ports {clk}]

set non_clock_inputs [all_inputs -no_clocks]
set_input_delay [expr $clk_period * $clk_io_pct] -clock clk0 $non_clock_inputs
set_output_delay [expr $clk_period * $clk_io_pct] -clock clk0 [all_outputs]
--- ./design.v ---
`timescale 1ns / 1ps
module Arbiter_Read_Write(input clk,
                          input rst,
                          input AWVALID,
                          input ARVALID,
                          input ack,
                          output logic start_writing,
                          output logic start_reading
                          );
     typedef enum logic [4:0] {
                               IDLE = 5'b00001,
                               WRITE = 5'b00010,
                               READ = 5'b00100,
                               NEXT_IS_WRITE = 5'b01000,
                               NEXT_IS_READ = 5'b10000
                               } ARBITER_FSM_STATES;
     ARBITER_FSM_STATES ARBITER_PS, ARBITER_NS;
     always_ff @(posedge clk or negedge rst)
     begin
        if (!rst)
            ARBITER_PS <= IDLE;
        else
            ARBITER_PS <= ARBITER_NS;
     end
     always_comb
     begin
        case(ARBITER_PS)
            IDLE:
                begin
                    if (AWVALID && ack)  
                        ARBITER_NS = WRITE;
                    else if (ARVALID && ack)
                        ARBITER_NS = READ;
                    else
                        ARBITER_NS = IDLE;
                end
            WRITE:  
                begin
                    ARBITER_NS = NEXT_IS_READ;
                end
            NEXT_IS_READ:
                begin
                    if (ack && ARVALID)
                        ARBITER_NS = READ;
                    else if (ack && AWVALID && (!ARVALID))
                        ARBITER_NS = WRITE;
                    else
                        ARBITER_NS = NEXT_IS_READ;
                end
            READ:
                begin
                    ARBITER_NS = NEXT_IS_WRITE;
                end
            NEXT_IS_WRITE:
                begin
                    if (ack && AWVALID)
                        ARBITER_NS = WRITE;
                    else if (ack && ARVALID && (!AWVALID))
                        ARBITER_NS = READ;
                    else
                        ARBITER_NS = NEXT_IS_WRITE;
                end
            default:
                begin
                    ARBITER_NS = IDLE;
                end
        endcase
     end
     assign start_writing = (ARBITER_PS == WRITE);
     assign start_reading = (ARBITER_PS == READ);
endmodule
--- ./run.sh ---
#!/bin/bash
# OpenROAD 26Q1-2900-gdf79404cd8, Yosys 0.63+post, stock flow scripts
make -C /OpenROAD-flow-scripts/flow DESIGN_CONFIG=/design/flow/config.mk WORK_HOME=/design/flow/orfs finish
==> impl_metrics.json <==
{
  "outcome": "finished, final reports clean",
  "drive_gt1_share_pct": 16.0,
  "comb_area_um2": 58.8,
  "drt_pass1_iterations": 3,
  "met2_length_um": 120,
  "synthCells": 15,
  "fp.dieW_um": 80,
  "largestRegisters": "ARBITER_PS x5",
  "cts-root-buf": "clkbuf_4",
  "io_buffers": 6,
  "num_antenna_cells": 0,
  "arrival_ps": 1130,
  "grt_pass1_vias": 179,
  "required_ps": 1440,
  "drtIter0Drc": 24,
  "wl_met3_um": 197,
  "num-fill-cells": 403,
  "drt-wirelength-per-cell_um": 7.75,
  "pre_cts_ws_ps": 466,
  "fp_util_pct": 5.53,
  "fin_ws_ps": 310,
  "synth_top_cell_by_area": "dfrtp_1",
  "vias": 137,
  "adder_share_pct": 0,
  "path_buffers": 1,
  "numSynthFlops": 5,
  "yosys_cells": 15,
  "fin_crit_sh_pct": 82.8,
  "warning_count": 25,
  "rows": 21,
  "worstReg2RegEnd": "ARBITER_PS[4]$_DFF_PN0_",
  "clockBufferDepth": 2,
  "top_register": "ARBITER_PS",
  "max_freq_mhz": 671,
  "core_um2": 3420,
  "layout_min_cycle_time_ps": 1490,
  "ir_drop_uv": 168,
  "ctsHtreeMaxLevel": 1,
  "die_h_um": 80,
  "top_layer_used": "met3",
  "yosys_warnings": 1,
  "slew_violations": 0,
  "die-area_um2": 6400,
  "max_stage_delay_ps": 520,
  "ys_sh_aoi_pct": 22.5,
  "cts_buffers": 3,
  "crit-reg2reg-launch": "ARBITER_PS[1]$_DFF_PN0_",
  "synth_top_area_share_pct": 53.0,
  "setup_tns_ps": 0,
  "place.gp.congestion": 0.747,
  "grtUsageTotal_pct": 2.02,
  "grt_pass1_wl_um": 897,
  "postSynthSeqShare_pct": 66.9,
  "slew_headroom_pct": 85.0,
  "wl_um": 550,
  "mux_share_pct": 0,
  "crit_path_end_kind": "output pin",
  "synth_cell_type_count": 11,
  "ant_nets": 0,
  "syn_area_per_cell_um2": 12.6,
  "crit_path_max_fanout": 2,
  "rsz0062_at_grt": "no",
  "finalPower_w": 0.000292,
  "setup_violations": 0,
  "critPathKind": "flop to output pin",
  "path_clk_slew_ps": 40,
  "fin_skew_ps": 4.27,
  "grt_max_degree": 6,
  "hold_viol": 0,
  "cts_tree": "built",
  "area_delta_synth_final_pct": 76.2,
  "min_path_type": "input pin to asynchronous set/reset pin",
  "slowest_stage": "clkdlybuf4s50_1",
  "clkLatencyLatePin_ps": 240,
  "overflow": 0,
  "cts_setup_buffers": 0,
  "top_logic_kind": "AND-OR/OR-AND gates",
  "top_cells_by_area": "dfrtp_1 (53%), dfstp_2 (14%), a21o_1 (7.9%)",
  "syn_area_um2": 189,
  "rr_worst_depth": 2,
  "wl_met1_um": 232,
  "p_leak_nw": 0.151,
  "ios": 7,
  "critPathTopFamily": "buffers and inverters",
  "cts-hold-fix-buffers": 0,
  "r2r_slack_ps": 890,
  "antenna_found_initial": 0,
  "ys_area_um2": 189,
  "ys_sh_simple_pct": 8.61,
  "synthXorXnorAreaFrac_pct": 0,
  "max_cap_viol_count": 0,
  "largest_reg_flops": 5,
  "drc": 0,
  "path_cells": "clkdlybuf4s50_1",
  "cts_resized": 0,
  "worst_pin_slew_ps": 224,
  "viasPerCell": 1.93,
  "power.density_nw_per_um2": 877,
  "clkSinkCount": 5,
  "start_kind": "flop",
  "seqCellArea_um2": 126
}
placed cells by master (no fill, tap or decap), drive strengths merged:
master,count
o21ai,1
dfstp,1
and2,1
a21oi,1
o311a,1
a21o,2
nor2b,1
dfrtp,4
inv,1
o21bai,1
clkdlybuf4s50,6
clkbuf,4
nand2,1
metrics by stage:
step | util [%] | area [um^2] | instances | hold slack, ps
6_report | 9.74 | 333 | 71 | 337
5_1_grt | 9.74 | 333 | 71 | 349
3_5_place_dp | 8.97 | 307 | 67 | 462
2_1_floorplan | - | 189 | 15 | 64.4
3_3_place_gp | 8.97 | 307 | 67 | 441
4_1_cts | 9.74 | 333 | 71 | 331
kinds of logic (layout without fill, tap and decap cells):
logic type             count (synthesis)  after routing
AND-OR/OR-AND                          6              6
buffers and inverters                  1             11
flip-flops                             5              5
AND/OR/NAND/NOR                        3              3
worst max-delay path by stage:
stage,start,endpoint,slack (ps),depth (start not counted)
6_report,ARBITER_PS[4]$_DFF_PN0_,start_writing,310,1
5_1_grt,ARBITER_PS[4]$_DFF_PN0_,start_writing,260,1
4_1_cts,ARBITER_PS[4]$_DFF_PN0_,start_writing,310,1
cells in the mapped netlist:
cell type  number
dfrtp_1         4
o311a_1         1
nand2_1         1
inv_1           1
a21o_1          2
and2_1          1
o21ai_1         1
o21bai_1        1
nor2b_1         1
dfstp_2         1
a21oi_1         1
per-layer routing:
metal / GRT usage, % / up-vias
met4: 0.176 / 0
li1: - / 73
met3: 4.09 / 0
met1: 1.94 / 55
met2: 1.69 / 9
met5: 0 / -
layout make-up:
cell class,instances,area share [%]
sequential,5,38.0
timing repair buffer,6,18.0
multi-input combinational,9,17.7
tap,46,17.3
clock buffer,4,7.89
inverter,1,1.13
report_power, final:
group          internal (W)   total, W  switching, W
Clock             0.0000838   0.000129     0.0000453
Sequential         0.000123   0.000130    0.00000714
Combinational     0.0000208  0.0000329     0.0000121
